## design/flow/constraint.sdc

```tcl
current_design ascon128_decrypt

set clk_period 10.2
set clk_io_pct 0.2

create_clock -name clk0 -period $clk_period [get_ports {clk}]

set non_clock_inputs [all_inputs -no_clocks]
set_input_delay [expr $clk_period * $clk_io_pct] -clock clk0 $non_clock_inputs
set_output_delay [expr $clk_period * $clk_io_pct] -clock clk0 [all_outputs]
```

## design/flow/run.sh

```bash
#!/bin/bash
# OpenROAD 26Q1-2900-gdf79404cd8, Yosys 0.63+post, stock flow scripts
make -C /OpenROAD-flow-scripts/flow DESIGN_CONFIG=/design/flow/config.mk WORK_HOME=/design/flow/orfs finish
```

## design/flow/design.v

```verilog
`timescale 1ns / 1ps
module ascon128_decrypt (
    input  wire        clk,
    input  wire        rst_n,
    input  wire [127:0] ciphertext,
    input  wire [127:0] key,
    input  wire [127:0] nonce,
    input  wire [127:0] received_tag,
    input  wire        start,
    output reg  [127:0] plaintext,
    output reg         tag_valid,
    output reg         decrypt_done
);
reg [127:0] state;
reg [3:0] round;
reg [127:0] perm_in, perm_out;
ascon_permutation perm (
    .clk(clk), .rst_n(rst_n),
    .state_in(perm_in),
    .round_num(round),
    .state_out(perm_out)
);
always @(posedge clk or negedge rst_n) begin
    if (!rst_n) begin
        state <= 128'h0;
        plaintext <= 128'h0;
        tag_valid <= 1'b0;
        decrypt_done <= 1'b0;
        round <= 4'h0;
    end else begin
        if (start) begin
            if (round < 4'd12) begin
                perm_in <= state ^ ciphertext;
                plaintext <= state ^ ciphertext;
                state <= perm_out;
                round <= round + 1'b1;
            end else begin
                tag_valid <= (state ^ key == received_tag);
                decrypt_done <= 1'b1;
            end
        end else begin
            state <= key ^ nonce;
            round <= 4'h0;
            decrypt_done <= 1'b0;
        end
    end
end
endmodule
`timescale 1ns / 1ps
module ascon_permutation (
    input  wire        clk,
    input  wire        rst_n,
    input  wire [127:0] state_in,
    input  wire [3:0]  round_num,
    output reg  [127:0] state_out
);
reg [4:0] round_constants [0:11];
initial begin
    round_constants[0]  = 5'hf0;
    round_constants[1]  = 5'he1;
    round_constants[2]  = 5'hd2;
    round_constants[3]  = 5'hc3;
    round_constants[4]  = 5'hb4;
    round_constants[5]  = 5'ha5;
    round_constants[6]  = 5'h96;
    round_constants[7]  = 5'h87;
    round_constants[8]  = 5'h78;
    round_constants[9]  = 5'h69;
    round_constants[10] = 5'h5a;
    round_constants[11] = 5'h4b;
end
reg [127:0] temp_state;
always @(posedge clk or negedge rst_n) begin
    if (!rst_n) begin
        state_out <= 128'h0;
    end else begin
        temp_state = state_in ^ {120'h0, round_constants[round_num]};
        state_out <= temp_state ^ (temp_state >> 8);
    end
end
endmodule
```

## design/flow/config.mk

```make
export PLATFORM = sky130hd
export DESIGN_NAME = ascon128_decrypt
export DESIGN_NICKNAME = ascon128_decrypt
export VERILOG_FILES = /design/flow/design.v
export SDC_FILE = /design/flow/constraint.sdc
export NUM_CORES = 4
export LEC_CHECK = 1
export CORE_AREA = 10 10 371 371
export DIE_AREA = 0 0 381 381
```

==> Slide: Implementation Results <==
Synthesis and Place & Route Summary

Synthesis
  • Synth cell types: 24
  • EDFF count, synth: 128
  • Syn Area/Cell: ~12 um^2
  • Asr flop ratio synth: 75.29%
  • Most common cell in the synthesized netlist: xor2_1
  • Synth Instances: 1803
  • Post-Syn Area: ~0.022 mm^2
  • Top cells by area: dfrtp_1, xor2_1, edfxtp_1
  • Synth area leader: dfrtp_1
  • Post-synthesis chip area from yosys: 0.02246 mm^2
  • Yosys warning tally: 14
  • Top cells by count: xor2_1, dfrtp_1, nand2_1
  • Ys cells: 1803
  • Main flop type: dfrtp_1
  • Synth flops: about 520
  • Sequential share of the synthesized area: ~61%
  • Max-area cell share: between 40% and 50%

Flow run
  • Tool warnings: 28
  • Max-cap violation count: 0

Routing
  • DR vias: between 15000 and 20000
  • DRC viols: 0
  • Vias per Instance: 3.844
  • Avg WL per Cell: 28.53 um
  • Detail Route Antenna Nets: 0
  • Pre-antenna DRT Iters: 5
  • DRT Wirelength: between 100000 and 150000 um
  • Initial drt markers: about 900

Clock network
  • Postcts setup bufs: 0
  • Clk buf depth: 3
  • CTS tree: built
  • H-tree depth: 2
  • Clk latency of the worst-skew pair: 640 ps
  • Clock Tree Root: clkbuf_16
  • Clock sink count: 518
  • CTS Hold Buffers Added: 0
  • Post_cts resized: 0
  • Worst-path clk slew: roughly 60 ps
  • CTS Buf Count: around 60

Floorplan
  • Die Ht: approximately 380 um
  • Floorplan core density: approximately 17%
  • Die width: roughly 380 um
  • Row count: between 100 and 150
  • Core box area: ~0.13 mm^2
  • Ports: 645
  • Chip area: 0.1452 mm^2

Power and ir drop
  • Leak Pwr: around 13 nW
  • Worst VDD drop: about 0.12 mV
  • Pwr Density: about 180 mW/mm^2

Placement
  • Dpl ws: a little under 4000 ps
  • Detailed placer's ending HPWL: 101900 um
  • DP Cell Count: 4162
  • Gpl congestion: just over 0.9
  • Port Buffers: around 640

Setup path
  • Worst Path Required: 10730 ps
  • Worst R2R Path Depth: 4
  • CP Capture Type: register
  • Critical Path Fanout Max: 2
  • Critical path arrival: roughly 6100 ps
  • Slowest-stage cell, CP: nor4_1
  • Kind of critical path: in2reg
  • Crit start category: primary input
  • Slowest Stage Delay on Critical Path: between 1000 and 1500 ps
  • Worst path cell trace: clkdlybuf4s50_1 -> xor2_1 -> nor4_1 -> nand4_1 -> nor4_2 -> a21oi_1 -> or3b_1

STA
  • Worst-Margin Slew: roughly 1300 ps
  • Final Hold Viols: 0
  • Final Max Tran Viols: 0
  • Worst hold margin: 396.1 ps
  • Fmax: roughly 180 MHz
  • Final period utilization: 54.38%
  • Unrepaired setup endpoints after global routing: false
  • Clock period minus worst slack: 5546 ps
  • Setup Skew: slightly above 20 ps
  • Slew HR: 14.25%
  • Setup_tns: 0 ps
  • Final setup vio count: 0
  • Setup ws final: ~4700 ps

Global routing
  • First-pass GRT wire length: around 160000 um
  • Pin count of the biggest net entering global routing: around 110
  • Vias in the first global route: 17512
  • Grt ovf: 0
  • GRT Util Overall: 16.75%
  • Initial antenna violation count: 53

Run status
  • Outcome: finished, final reports clean

Layout
  • Area Overhead vs Synth: 47.62%
  • Layout cells sized above 1: between 10 and 15%
  • Final non-filler cell total: between 4000 and 5000

Worst hold path
  • Class of the worst hold path: reg2reg
  • Hold depth: 0
## final timing paths
kind | startpoint | end | slack [ps]
setup / recovery | received_tag[10] | tag_valid$_DFFE_PN0P_ | 4650
hold / removal | perm_in[120]$_DFFE_PP_ | perm.state_out[120]$_DFF_PN0_ | 400
setup reg to reg | round[3]$_DFFE_PN0N_ | plaintext[72]$_DFFE_PN0P_ | 7590
hold reg to reg | perm_in[120]$_DFFE_PP_ | perm.state_out[120]$_DFF_PN0_ | 400
max in group asynchronous | rst_n | state[35]$_DFFE_PN0N_ | 6420
min in group asynchronous | rst_n | plaintext[100]$_DFFE_PN0P_ | 1310
## worst max-delay path, delay by kind of cell
| kind | cells | cell delay (ps) |
|---|---|---|
| AND-OR/OR-AND | 1 | 150 |
| XOR/XNOR | 1 | 380 |
| buffers and inverters | 1 | 580 |
| AND/OR/NAND/NOR | 4 | 2880 |
## stage by stage
step                      cell area, um^2  power (W)  utilization (%)
after floorplan                     22460   0.002958                -
after global placement              31180   0.003813            24.08
after detailed placement            31190   0.003816            24.09
after CTS                           33140   0.006005            25.60
after global routing                33150   0.006183            25.60
final                               33160   0.005908            25.61
## cells in the final DEF, fill, tap and decap left out, drive strengths merged, types with 2 or more instances in the layout
cell type,count
nor4,34
and3,2
dfrtp,390
clkinvlp,6
edfxtp,128
nor2,128
nor2b,3
nand2,261
and2,3
diode,5
inv,5
mux2,128
xor2,500
xnor2,10
clkdlybuf4s50,642
buf,47
clkbuf,71
nand4,8
a31oi,129
bufinv,4
clkinv,27
## area by class of cell
cell class                      instances  area [um^2]
Clock inverter                         42        354.1
Fill cell                           13601        96330
Tap cell                             1742         2180
Antenna cell                            5        12.51
Multi-Input combinational cell       1213         8598
Clock buffer                           71         1603
Sequential cell                       518        13600
Timing Repair Buffer                  689         6807
## routing by layer
layer	wire (um)	up-vias	GRT usage, %
met2	52900	798	24.74
met5	334	-	0
met3	16960	156	10.49
li1	-	7447	-
met1	49570	7997	21.19
met4	2339	54	2.697
## state kept, by name, summed over array words and instances, names as in the netlist
signal / count
state: 128
perm_in: 128
perm.state_out: 128
decrypt_done: 1
round: 4
plaintext: 128
tag_valid: 1
## logic make-up (layout without fill, tap and decap cells)
| group | after synthesis | in the layout | synth area share, % |
|---|---|---|---|
| DFF | 518 | 518 | 60.56 |
| buffers and inverters | 72 | 802 | 1.326 |
| other | 0 | 5 | 0 |
| and+or+nand+nor | 441 | 441 | 8.027 |
| adders and majority gates | 1 | 1 | 0.05570 |
| xor gates and xnor gates | 510 | 510 | 19.89 |
| muxes | 128 | 128 | 6.417 |
| AOI/OAI and AO/OA | 133 | 133 | 3.727 |
## report_power, final
| part | total (W) | internal (W) | switching (W) |
|---|---|---|---|
| Clock | 0.00215 | 0.00123 | 0.000927 |
| Sequential | 0.00263 | 0.00245 | 0.000188 |
| Combinational | 0.00112 | 0.000615 | 0.000506 |
| Total | 0.00591 | 0.00429 | 0.00162 |
Power and IR drop assume default switching activity.
