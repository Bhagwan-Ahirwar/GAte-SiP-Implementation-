[design/flow/design.v]
`timescale 1ns / 1ps
module puf_authentication_with_counter (
    input  wire        clk,
    input  wire        rst_n,
    input  wire [15:0] n_auth,            
    input  wire [15:0] l_scan,
    input  wire        auth_start,
    input  wire [127:0] auth_stimuli,
    input  wire [127:0] auth_response_expected,
    output reg  [127:0] pattern_out,
    output wire        is_dummy,
    output wire        is_auth,
    output wire        se_signal,
    output reg         auth_capture,
    output reg         auth_success,
    output reg         tampering_detected
);
reg [2:0] auth_state;
reg [15:0] cycle_counter;
reg [15:0] bit_counter;
parameter IDLE = 3'd0;
parameter INITIAL_DUMMY = 3'd1;
parameter INTERMEDIATE_DUMMY = 3'd2;
parameter AUTH_STIMULI = 3'd3;
parameter RESPONSE_CHECK = 3'd4;
always @(posedge clk or negedge rst_n) begin
    if (!rst_n) begin
        auth_state <= IDLE;
        cycle_counter <= 16'd0;
        bit_counter <= 16'd0;
        pattern_out <= 128'h0;
        auth_capture <= 1'b0;
        auth_success <= 1'b0;
        tampering_detected <= 1'b0;
    end else begin
        case (auth_state)
            IDLE: begin
                if (auth_start) begin
                    auth_state <= INITIAL_DUMMY;
                    cycle_counter <= 16'd0;
                end
            end
            INITIAL_DUMMY: begin
                pattern_out <= 128'hAAAAAAAAAAAAAAAAAAAAAAAAAAAAAAAA;
                cycle_counter <= cycle_counter + 1'b1;
                if (cycle_counter >= 16'd10) begin
                    auth_state <= INTERMEDIATE_DUMMY;
                    cycle_counter <= 16'd0;
                end
            end
            INTERMEDIATE_DUMMY: begin
                pattern_out <= 128'h55555555555555555555555555555555;
                cycle_counter <= cycle_counter + 1'b1;
                if (cycle_counter >= (n_auth - 1)) begin
                    auth_state <= AUTH_STIMULI;
                    cycle_counter <= 16'd0;
                    bit_counter <= 16'd0;
                end
            end
            AUTH_STIMULI: begin
                pattern_out <= auth_stimuli;
                bit_counter <= bit_counter + 1'b1;
                if (bit_counter >= (l_scan - 1)) begin
                    auth_state <= RESPONSE_CHECK;
                    auth_capture <= 1'b1;
                end
            end
            RESPONSE_CHECK: begin
                auth_capture <= 1'b0;
                if (auth_response_expected == 128'h0) begin
                    auth_success <= 1'b1;
                end else begin
                    tampering_detected <= 1'b1;
                end
                auth_state <= IDLE;
            end
        endcase
    end
end
assign is_dummy = (auth_state == INITIAL_DUMMY) || (auth_state == INTERMEDIATE_DUMMY);
assign is_auth = (auth_state == AUTH_STIMULI);
assign se_signal = (auth_state == INITIAL_DUMMY || auth_state == INTERMEDIATE_DUMMY) ? 1'b1 : 1'b0;
endmodule
[design/flow/run.sh]
#!/bin/bash
# OpenROAD 26Q1-2900-gdf79404cd8, Yosys 0.63+post, stock flow scripts
make -C /OpenROAD-flow-scripts/flow DESIGN_CONFIG=/design/flow/config.mk WORK_HOME=/design/flow/orfs finish
[design/flow/config.mk]
export PLATFORM = sky130hd
export DESIGN_NAME = puf_authentication_with_counter
export DESIGN_NICKNAME = puf_authentication_with_counter
export VERILOG_FILES = /design/flow/design.v
export SDC_FILE = /design/flow/constraint.sdc
export NUM_CORES = 4
export LEC_CHECK = 1
export CORE_AREA = 10 10 220 220
export DIE_AREA = 0 0 230 230
[design/flow/constraint.sdc]
current_design puf_authentication_with_counter

set clk_period 7.4
set clk_io_pct 0.2

create_clock -name clk0 -period $clk_period [get_ports {clk}]

set non_clock_inputs [all_inputs -no_clocks]
set_input_delay [expr $clk_period * $clk_io_pct] -clock clk0 $non_clock_inputs
set_output_delay [expr $clk_period * $clk_io_pct] -clock clk0 [all_outputs]
==> CHANGELOG.md <==
## Flow update

* Gr usage total at about an eighth
* Gate Area at 4091 um^2
* CTS Hold Bufs at 0
* Vias at between 8000 and 9000
* HPWL Detailed at roughly 27000 um
* OpenROAD warning count at 26
* Placed cell count at around 1800
* Adder share at 5.399%
* Internal Power at ~1.7 mW
* Top non-seq family: simple AND/OR/NAND/NOR gates
* Fill cells at 4418
* DRC at 0
* Antenna Nets Post-Route at 0
* Die ar. at ~53000 um^2
* Pre-CTS setup slack at 1.635 ns
* Drt via density at between 4 and 5
* GP Congestion at 0.9261
* Period minus WS final at roughly 5.3 ns
* Least-Margin Pin Slew at 0.7528 ns
* Number of global-route vias before repair at between 8000 and 9000
* Critical path type: in2reg
* Reg clk slew, reported paths at roughly 0.07 ns
* Main flop type: dfrtp_1
* VDD IR max at 102.9 uV
* Synth-to-layout area growth at 63.08%
* RSZ-0062 raised after global routing: false
* Clk latency of the worst-skew pair at ~0.46 ns
* Cts repair resizes at 0
* Crit path arrival time at 5.70 ns
* CTS max path bufs at 2
* Clk_skew at approximately 0.022 ns
* Layout Cells excl Fill at roughly 1900
* Hold Crit Class: reg2reg
* Fin Hold WS at 0.4538 ns
* Yosys xor share at 3.575%
* CTS Buf Count at 17
* Mux cell area share at less than 1%
* Max FO, Critical Path at 12
* Simple-gate share of the synthesized area at approximately a fifth
* WP data required at ~8 ns
* Max-cap violations at 0
* Hold Crit Endpoint: tampering_detected
* DR pass1 iterations at 5
* Combinational power share at around a fifth
* Seq/Total Area, Yosys at roughly 49%
* Rows at roughly 76
* Clock power share at ~37%
* Starting density of the core at about a fifth
* First-pass GRT wire length at between 50000 and 60000 um
* HP Start: tampering_detected
* CORE AREA at roughly 43000 um^2
* Grt ovf at 0
* FF-to-FF setup slack at approximately 4.7 ns
* Final worst slack at approximately 2.1 ns
* Critical path launch point type: input pin
* Reg-to-reg critical path endpoint: bit_counter[8]
* Final hold vios at 0
* Top cell excl fill/tap: clkdlybuf4s50_1
* Post-synth EDFFs at 0
* Sw Ratio at roughly 28%
* Ant. Diodes at 0
* Commonest non-fill, non-tap cells in the layout: clkdlybuf4s50_1 (423), dfrtp_1 (164), nand2_1 (116), nor2_1 (91), o31ai_1 (66)
* Share of layout cells above drive strength 1 at under 10%
* Synthesis area per yosys at ~8600 um^2
* Clock root cell: clkbuf_16
* Final worst path period share at about 72%
* Final setup TNS at 0 ns
* # IOs at 425
* Die Span Y at ~230 um
* Crit end category: register
* Initial antenna violation count at 1
* Endpoints failing setup at 0
* Total power at 2.365 mW
* Fmax at between 150 and 200 MHz
* PortBufs at 424
* Clock Sink Count at between 150 and 200
* Netlist Area Pre-Place at 8574 um^2
* Area fraction in compound gates at around 18%
* Wire per inst at about 19 um
* R2r startpoint: cycle_counter[9]
* Final WL at about 35000 um
* Syn avg cell area at 9.822 um^2
* Synth cell types at around 53
* Post-Synthesis Cells at 873
* Pleak at 5.091 nW
* Slew HR at ~50%
* Post-synth top area cell: dfrtp_1
* Largest net degree at the start of global routing at a little over 70
* Ys flops at between 150 and 200
* Switching pwr at 653.4 uW
* Post-synth ARST share at 100.0%
* Yosys warning count at 1
* Biggest area cells: dfrtp_1 (49%), a221o_1 (7.5%), o31ai_1 (5.8%)
* Setup Fix Bufs, Post-CTS at 0
* Hold Crit Depth at 1
* CTS H-Tree Depth at 4
* Register Area at around 4200 um^2
* Power per cell area at ~170 nW/um^2
* Max-area cell share at a little under 50%
* DR iter-0 viols at between 500 and 600
* Yosys cell count at between 800 and 900
* Max-slew violations at 0
* Die width at 230 um
* FF-to-FF path depth at 8
* Status: complete, no violations
* TritonCTS clock tree: yes
* Sequential share of power at between 40% and 50%
[metal layers]
| layer | part of all wire (%) | vias up | wire, um | track usage [%] |
|---|---|---|---|---|
| met5 | 0.037 | - | 13 | 0 |
| met2 | 49 | 238 | 17080 | 21.29 |
| met4 | 0.87 | 2 | 301 | 0.9866 |
| met3 | 5.5 | 17 | 1925 | 2.945 |
| met1 | 44 | 4026 | 15400 | 17.64 |
| li1 | - | 4057 | - | - |
[synth_stat cells, drive strengths merged, types with 2 or more instances]
cell type / n
nand4: 19
nand2b: 6
ha: 37
clkbuf: 45
dfrtp: 167
nand4b: 2
nand3: 24
a21oi: 23
and2: 3
nor2b: 4
a221o: 64
o211ai: 4
nand2: 116
buf: 13
nor3: 18
nand3b: 2
nor2: 92
nor3b: 3
o21bai: 2
or4: 5
o21ai: 15
o21a: 2
inv: 14
xnor2: 28
a31oi: 8
mux2i: 3
xor2: 7
or2: 4
a21o: 5
nor4: 50
o31ai: 66
and3: 9
nor4b: 2
[per-stage QoR]
step	instance area [um^2]	util, %
3_5_place_dp	13410	30.93
5_1_grt	13980	32.25
3_3_place_gp	13410	30.93
4_1_cts	13980	32.25
2_1_floorplan	8574	-
6_report	13980	32.25
[sequential cells by signal, summed over array words and instances (netlist names)]
signal              flops
pattern_out           128
bit_counter            16
tampering_detected      1
auth_state              5
cycle_counter          16
auth_capture            1
auth_success            1
[critical path: stages]
cell             delay, ns
clkdlybuf4s50_1       0.45
or4_4                 0.59
nor4_1                0.58
nand2_1               0.18
nor3_1                0.22
xnor2_1               0.10
ha_1                  0.30
nand4_1               0.12
nor3_1                0.21
o31ai_1               0.12
and4_1                0.36
or2_2                 0.43
or4_1                 0.48
nand2_1               0.08
[how the worst max path moves through the flow]
stage / startpoint / end / slack, ns / cells after the start
4_1_cts: n_auth[4] / bit_counter[8] / 2.13 / 14
5_1_grt: n_auth[4] / bit_counter[8] / 1.76 / 14
6_report: n_auth[4] / bit_counter[8] / 2.08 / 14
[logic make-up (layout without fill, tap and decap cells)]
family	Yosys count	in the layout
multiplexers	4	4
AND-OR/OR-AND	195	195
XOR/XNOR	35	35
buffers and inverters	72	478
AND/OR/NAND/NOR	362	362
flip-flops	168	168
adder cells (fa/ha/maj)	37	37
[area by class of cell]
cell class              instances  share of cell area [%]
repair buffers                434                   30.90
flip-flops and latches        168                   30.14
multi-input cells             633                   29.26
well taps                     585                   5.234
clock buffers                  21                   3.436
clock inverters                 9                  0.6621
inverters                      14                  0.3758
[power by group through the flow]
stage     clock, mW  sequential [mW]  combinational [mW]
6_report      0.881             1.04               0.442
5_1_grt       0.949             1.05               0.499
4_1_cts       0.917             1.04               0.447
Power is estimated from default activity; no workload was simulated.
